**design/flow/design.v**
```verilog
module sobel_core (
    input wire clk,
    input wire rst_n,
    input wire [7:0] pixel_in,   
    input wire pixel_valid_in,   
    output reg [7:0] pixel_out,  
    output reg pixel_valid_out   
);
    parameter SIZE = 512;
    parameter THRESHOLD = 100;
    reg [7:0] line_buff_0 [0:SIZE-1];
    reg [7:0] line_buff_1 [0:SIZE-1];
    integer wr_ptr;
    reg [7:0] w[0:2][0:2];
    integer gx, gy;
    integer abs_gx, abs_gy;
    integer mag;
    integer p00, p01, p02;
    integer p10, p11, p12;
    integer p20, p21, p22;
    integer col_cnt;
    integer row_cnt;
    always @(posedge clk or negedge rst_n) begin
        if (!rst_n) begin
            wr_ptr <= 0;
            col_cnt <= 0;
            row_cnt <= 0;
            pixel_valid_out <= 0;
            pixel_out <= 0;
        end else if (pixel_valid_in) begin
            w[0][2] <= line_buff_0[wr_ptr]; 
            w[1][2] <= line_buff_1[wr_ptr]; 
            w[2][2] <= pixel_in; 
            line_buff_0[wr_ptr] <= line_buff_1[wr_ptr]; 
            line_buff_1[wr_ptr] <= pixel_in;            
            wr_ptr <= (wr_ptr == SIZE - 1) ? 0 : wr_ptr + 1;
            w[0][0] <= w[0][1]; w[1][0] <= w[1][1]; w[2][0] <= w[2][1];
            w[0][1] <= w[0][2]; w[1][1] <= w[1][2]; w[2][1] <= w[2][2];
            if (col_cnt == SIZE - 1) begin
                col_cnt <= 0;
                row_cnt <= row_cnt + 1;
            end else begin
                col_cnt <= col_cnt + 1;
            end
            if (row_cnt >= 2 && col_cnt >= 2) begin
                p00 = w[0][0]; p01 = w[0][1]; p02 = w[0][2];
                p10 = w[1][0]; p11 = w[1][1]; p12 = w[1][2];
                p20 = w[2][0]; p21 = w[2][1]; p22 = w[2][2];
                gx = (-1*p00 + 1*p02) + 
                     (-2*p10 + 2*p12) + 
                     (-1*p20 + 1*p22);
                gy = (-1*p00 - 2*p01 - 1*p02) + 
                     ( 1*p20 + 2*p21 + 1*p22);
                if (gx < 0) abs_gx = -gx; else abs_gx = gx;
                if (gy < 0) abs_gy = -gy; else abs_gy = gy;
                mag = abs_gx + abs_gy;
                if (mag > THRESHOLD) 
                    pixel_out <= 255;
                else 
                    pixel_out <= 0;
                pixel_valid_out <= 1;
            end else begin
                pixel_valid_out <= 0;
            end
        end else begin
            pixel_valid_out <= 0;
        end
    end
endmodule
```
**design/flow/run.sh**
```bash
#!/bin/bash
# OpenROAD 26Q1-2900-gdf79404cd8, Yosys 0.63+post, stock flow scripts
make -C /OpenROAD-flow-scripts/flow DESIGN_CONFIG=/design/flow/config.mk WORK_HOME=/design/flow/orfs finish
```
**design/flow/config.mk**
```make
export PLATFORM = sky130hd
export DESIGN_NAME = sobel_core
export DESIGN_NICKNAME = sobel_core
export VERILOG_FILES = /design/flow/design.v
export SDC_FILE = /design/flow/constraint.sdc
export NUM_CORES = 4
export LEC_CHECK = 1
export CORE_UTILIZATION = 40
```
**design/flow/constraint.sdc**
```tcl
current_design sobel_core

set clk_period 17.0
set clk_io_pct 0.2

create_clock -name clk0 -period $clk_period [get_ports {clk}]

set non_clock_inputs [all_inputs -no_clocks]
set_input_delay [expr $clk_period * $clk_io_pct] -clock clk0 $non_clock_inputs
set_output_delay [expr $clk_period * $clk_io_pct] -clock clk0 [all_outputs]
```
==> results.cfg <==
; implementation run metrics
[global_routing]
grt_usage_pct = 86.9
grt_max_degree = 105
grt-ovfl-total = 3655
grt_pass1_wl_um = 4050000
first_global_vias = 324829

[die]
fp.dieH_um = 886
pin_count = 20
row_count = 324
fp.dieW_um = 886
initial_core_util_pct = 40.1

[clock_tree]
cts-resized-gates = 0
post_cts_buffers = 0
clk_path_buf_depth = 4
cts_hold_buf = 0
h-tree-depth = 6
root_buffer = clkbuf_16
numClockSinks = 8362
cts_made_buffers = 865

[synth]
synthFlopType = edfxtp_1
syn_inst = 18074
yosysTopAreaCell = edfxtp_1
most_common_cell = edfxtp_1
synth.avg_cell_area_um2 = 17.3
yosysWarningCount = 4
postSynthSeqShare_pct = 80.3
synthesis.area_um2 = 312000
ys_types = 94
async_flop_share_pct = 1.17
top_cell_area_share_pct = 79.5
synth_flops = 8362
edf_count = 8264
common_cells = 8264 x edfxtp_1, 3424 x a22oi_1, 1039 x nand2_1, 939 x nor2_1, 655 x clkbuf_1
area_leaders = edfxtp_1 79%, a22oi_1 8.2%, nand2_1 1.2%
ys_chip_area_um2 = 312000
ys_cells = 18074

[place]
dp_hpwl_um = 2120000
numPortBuffers = 19
place.gp.congestion = 1.35

[status]
outcome = did not finish
tool.error = [ERROR GRT-0116] Global routing finished with congestion. Check the congestion regions in the DRC Viewer.
lastStage = 5_1_grt
through the flow:
stage / instance area [um2] / hold slack [ns] / worst slack, ns / utilization, % / cells
2_1_floorplan: 312000 / 0.400 / 8.86 / - / 18075
3_3_place_gp: 352000 / 0.413 / 4.59 / 45.3 / 30563
3_5_place_dp: 353000 / 0.407 / 5.98 / 45.3 / 30568
4_1_cts: 381000 / 0.423 / 5.88 / 49.0 / 32172
kinds of logic after synthesis:
logic type | synth area share (%)
muxes | 0.0741
other | 0.00120
DFF | 80.3
buffers and inverters | 1.34
adders and majority gates | 0.874
and+or+nand+nor | 6.16
AOI/OAI and AO/OA | 10.7
xor gates and xnor gates | 0.595
metal layers:
metal,GRT overflow,track usage [%]
met5,99,77.4
met4,943,80.9
met3,665,85.6
met2,1279,93.3
met1,669,84.7
